<file path="design/flow/design.v">
module binary_adder(a,b,cin,sum,cout);
input [3:0]a,b;
input cin;
output [3:0]sum;
output cout;
wire c0, c1, c2;
full_adder fa1(a[0],b[0],cin,sum[0],c0);
full_adder fa2(a[1],b[1],c0,sum[1],c1);
full_adder fa3(a[2],b[2],c1,sum[2],c2);
full_adder fa4(a[3],b[3],c2,sum[3],cout);
endmodule 
module full_adder(x,y,cin,sum,cout);
input x,y,cin;
output sum,cout;
assign sum = (x^y^cin);
assign cout = ((x&y)|(y&cin)|(x&cin));
endmodule
</file>
<file path="design/flow/run.sh">
#!/bin/bash
# OpenROAD 26Q1-2900-gdf79404cd8, Yosys 0.63+post, stock flow scripts
make -C /OpenROAD-flow-scripts/flow DESIGN_CONFIG=/design/flow/config.mk WORK_HOME=/design/flow/orfs finish
</file>
<file path="design/flow/config.mk">
export PLATFORM = sky130hd
export DESIGN_NAME = binary_adder
export DESIGN_NICKNAME = binary_adder
export VERILOG_FILES = /design/flow/design.v
export SDC_FILE = /design/flow/constraint.sdc
export NUM_CORES = 4
export LEC_CHECK = 1
export CORE_AREA = 10 10 70 70
export DIE_AREA = 0 0 80 80
</file>
<file path="design/flow/constraint.sdc">
current_design binary_adder

set clk_period 3.8
set clk_io_pct 0.2

create_clock -name clk0 -period $clk_period

set non_clock_inputs [all_inputs -no_clocks]
set_input_delay [expr $clk_period * $clk_io_pct] -clock clk0 $non_clock_inputs
set_output_delay [expr $clk_period * $clk_io_pct] -clock clk0 [all_outputs]
</file>
==> results.txt <==
Status = finished clean
Synth Cell Area = 147.6 µm²
Slew headroom = 93.47%
Synth mux share = 0%
Final WL = 393 µm
FMAX = 0.2744 GHz
Post-synthesis sequential area ratio = 0%
Max-Cap Viols = 0
Top logic family = adder cells
Rows = 21
Final core utilization = 9.377%
Worst Path Max Fanout = 1
Unique cell types = 3
Yosys stat chip area = 147.6 µm²
Aoi share = 0%
Hold path depth = 5
Most frequent logic cell in the layout = clkdlybuf4s50_1
Die width = 80 µm
Tool warnings = 32
Via count = 116
RSZ-0062 raised after global routing = no
CLK BUF = 0
Max-slew violation count = 0
CP arrival = 2880 ps
Largest net degree at the start of global routing = 2
Synth Area per Inst = 8.202 µm²
DR WL/cell = 5.311 µm
Met3 usage = 0.9091%
Busiest layer in global routing = met1
Area grow syn2layout = 116.9%
Final Hold Viols = 0
Antenna cells = 0
Power Dens Cells = 113.6 mW/mm²
Setup Viol. Count Final = 0
Routed Antenna Nets = 0
Fa+ha+maj area frac = 54.24%
Die area = 0.006400 mm²
Post-CTS Setup Inserts = 0
Grt met1 use = 2.003%
CP Class = primary input to output port
Worst-Margin Slew = 97.65 ps
Placed Instances = 74
Antenna violations before repair = 0
Cell count after synthesis = 18
Core area = 0.003416 mm²
Worst Path Required = 3040 ps
Global Route met2 Usage = 1.043%
Port Buffers = 14
Io pins = 14
DP HPWL = 387 µm
Flop area = 0 µm²
Yosys Warn Count = 0
Hold Crit Class = primary input to output port
RePlAce Congestion = 0.7463
DRT Pass-1 Iters = 1
Fin cells = 74
Startpoint Class = primary input
Flip-flops = 0
Top cells excl fill/tap = 12 x clkdlybuf4s50_1, 6 x inv_1, 4 x inv_2, 3 x fa_2, 2 x dlygate4sd2_1
Max rail drop VDD = 27.48 µV
All-Layer GR Usage = 1.183%
Vias in the first global route = 137
Total negative slack = 0 ps
DRC = 0
Worst setup EP type = output port
Min Clock Period, post-route = 3644 ps
Ys cells = 18
Yosys xor share = 0%
Period utilization = 95.91%
Init Core Util = 4.322%
Die extent in y = 80 µm
Layout cells sized above 1 = 25.00%
And+or+nand+nor area frac = 0%
Via density = 1.568
Initial DRC count = 0
P_leak = 0.1332 nW
Gr ovfl total = 0
First-pass GRT wire length = 600 µm
per-stage QoR:
step	instance area, µm²	hold WS (ps)	power [mW]	worst slack [ps]
floorplan	147.6	1737	0.01806	703.2
global placement	315.3	2561	0.03805	-184.8
detailed placement	315.3	2559	0.03779	-168.7
CTS	320.3	2402	0.03797	100.6
global route	320.3	2426	0.04305	7.165
finish	320.3	2383	0.03638	155.6
layout make-up:
| class | instances | area, µm² |
|---|---|---|
| timing repair buffer | 14 | 137.6 |
| tap | 46 | 57.56 |
| inverter | 10 | 37.54 |
| multi-input combinational | 4 | 87.58 |
| fill | 407 | 3095 |
path summary, 6_finish.rpt:
check / start / slack (ps) / endpoint
hold / removal: b[3] / 2380 / sum[3]
setup / recovery: cin / 160 / sum[3]
per-layer routing:
layer | vias to the layer above | part of all wire, %
met5 | - | 0
met4 | 0 | 0
met3 | 0 | 29
met2 | 14 | 16
met1 | 42 | 55
li1 | 60 | -
timing repair:
| item | CTS | global route |
|---|---|---|
| endpoints found under the hold margin | 0 | 0 |
| gates resized | 9 | 0 |
| pin swaps | 4 | 1 |
| setup endpoints to repair | 2 | 1 |
| hold buffers | 0 | 0 |
synthesized netlist by cell type (all sizes together):
| master | count | area (µm²) |
|---|---|---|
| fa | 4 | 80.08 |
| buf | 4 | 30.03 |
| inv | 10 | 37.54 |
power breakdown:
part	switching, mW	leakage (nW)	internal, mW	total (mW)
Clock	0	0	0	0
Combinational	0.0108	0.133	0.0256	0.0364
Sequential	0	0	0	0
Total	0.0108	0.133	0.0256	0.0364
logic make-up (layout without fill, tap and decap cells):
kind of cell	after synthesis	after routing
buf+inv	14	24
fa+ha+maj	4	4
critical path, stage by stage:
cell and delay (ps):
clkdlybuf4s50_1 470, inv_2 40, fa_2 370, inv_2 60, fa_2 200, fa_2 200
inv_2 40, fa_1 490, inv_1 30, dlygate4sd2_1 230
Power is estimated from default activity; no workload was simulated.

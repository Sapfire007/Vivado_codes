===== /design/flow/run.sh =====
#!/bin/bash
# OpenROAD 26Q1-2900-gdf79404cd8, Yosys 0.63+post, stock flow scripts
make -C /OpenROAD-flow-scripts/flow DESIGN_CONFIG=/design/flow/config.mk WORK_HOME=/design/flow/orfs finish

===== /design/flow/config.mk =====
export PLATFORM = sky130hd
export DESIGN_NAME = async_up_counter_3bit
export DESIGN_NICKNAME = async_up_counter_3bit
export VERILOG_FILES = /design/flow/design.v
export SDC_FILE = /design/flow/constraint.sdc
export NUM_CORES = 4
export LEC_CHECK = 1
export CORE_AREA = 10 10 70 70
export DIE_AREA = 0 0 80 80

===== /design/flow/design.v =====
module async_up_counter_3bit(clk, count);
input clk;
output [2:0]count;
wire qa, qb, qc, qa_bar, qb_bar, qc_bar;
t_ff t1(clk, 1'b1, qa, qa_bar);
t_ff t2(qa, 1'b1, qb, qb_bar);
t_ff t3(qb, 1'b1, qc, qc_bar);
send s1(qa,qb,qc,count);
endmodule 
module send(a, b, c, out);
input a,b,c;
output [2:0] out;
assign out[0] = a;
assign out[1] = b;
assign out[2] = c;
endmodule 
module t_ff(clk,in,out,out_bar);
input clk, in;
output out, out_bar;
reg out, out_bar;
reg qn;
initial
    begin
        qn=0;
    end
    always @(negedge clk)
        begin
            if(in==1)
                begin
                    qn = ~qn;      
                    out = qn;
                    out_bar = ~qn;
                end
            else
                begin
                    out = qn;
                    out_bar = ~qn;
                end
         end
endmodule 

===== /design/flow/constraint.sdc =====
current_design async_up_counter_3bit

set clk_period 1.0
set clk_io_pct 0.2

create_clock -name clk0 -period $clk_period [get_ports {clk}]

set non_clock_inputs [all_inputs -no_clocks]
set_input_delay [expr $clk_period * $clk_io_pct] -clock clk0 $non_clock_inputs
set_output_delay [expr $clk_period * $clk_io_pct] -clock clk0 [all_outputs]

==> impl_metrics.json <==
{
  "worst_slew_pin_slew_ps": 69.7,
  "finalInstanceArea_sq_um": 255,
  "hold_path.class": "flop to flop",
  "dpl.hpwl_um": 183,
  "die_h_um": 80,
  "p_leak_nw": 0.0866,
  "cts_tree": "done",
  "ys_chip_area_sq_um": 165,
  "finClkSkew_ps": 4.57,
  "p_sw_share_pct": 23.0,
  "drive_above_1_share_pct": 26.3,
  "logic_area_sq_um": 0,
  "met1_usage_pct": 0.533,
  "timing.critical_path.cells": "buf_2",
  "unclocked_pins": 4,
  "n_fill_cell": 406,
  "die_width_um": 80,
  "dp_slack_ps": -477,
  "detail_route.wl_per_cell_um": 3.55,
  "slew_viol_final": 0,
  "netlist_instances": 15,
  "max_cap_viol_count": 0,
  "die_area_sq_um": 6400,
  "drc": 0,
  "grt_pass1_vias": 118,
  "lay_top_count": "inv_1",
  "mostFrequentLayoutCells": "inv_1, dfxtp_1, clkbuf_4, clkdlybuf4s50_1",
  "cp_top_family": "flip-flops",
  "fp_util_pct": 4.84,
  "rows": 21,
  "cts_setup_buffers": 0,
  "grt_overflow": 0,
  "vias_per_cell": 1.45,
  "criticalPathCategory": "flop to output pin",
  "met3_usage_pct": 2.05,
  "root_buffer": "clkbuf_4",
  "gp_congestion": 0.655,
  "ys_seq_share_pct": 72.7,
  "ys.flops": 6,
  "warning_count": 30,
  "wl_um": 234,
  "final_hold_viol_count": 0,
  "synth_cell_type_count": 3,
  "rsz0062_at_grt": "true",
  "powerDensity_nw_per_um2": 1140,
  "synth_area_sq_um": 165,
  "vias": 96,
  "critPathLaunchType": "flop",
  "tns_ps": -387,
  "clock_latency_ps": 280,
  "place.port_buffers": 3,
  "status": "finished, violations left",
  "drt.antenna.violating_nets": 0,
  "pwr-share-comb_pct": 0,
  "track_usage_pct": 0.950,
  "seqPwrFrac_pct": 27.6,
  "ys_warn_count": 1,
  "initialDrtViolationCount": 18,
  "gr-usage-met2_pct": 0.803,
  "top_area_share_pct": 72.7,
  "clkPwrFrac_pct": 72.4,
  "clkTransAtPathRegs_ps": 30,
  "crit_required_ps": 800,
  "grt_start_max_net_pins": 3,
  "crit_arrival_ps": 1190,
  "cts_buffers": 3,
  "vdd_drop_max_uv": 188,
  "crit_buf_inv": 1,
  "violations": "negative setup slack",
  "avgSynthCellArea_sq_um": 11.0,
  "setup_ws_ps": -387,
  "io_pins": 4,
  "critical-path-max-stage-delay_ps": 300,
  "grt_pass1_wl_um": 400,
  "areaGrowthSynthToFinish_pct": 54.5,
  "htreeDepth": 1,
  "drt-pass1-iter-count": 2,
  "power_switching_mw": 0.0670,
  "relSlewSlack_pct": 95.3,
  "core_sq_um": 3420,
  "setup.worst_path.end_class": "output pin",
  "slowest_stage": "dfxtp_2",
  "path_max_fanout": 2,
  "seq_area_sq_um": 121,
  "postPlaceCellArea_sq_um": 231,
  "intPower_mw": 0.225,
  "ys_cells": 15,
  "clock_path_buffers": 2,
  "yosysTopAreaCell": "dfxtp_1",
  "antenna_found_initial": 1,
  "nMultiInputCombCells": 0,
  "top_cells_by_area": "dfxtp_1, buf_4, inv_1",
  "untimed_endpoints": 6,
  "busiest_layer": "met3",
  "setup_violations": 1
}
[per-stage QoR]
| step | hold slack, ps | util (%) | total power [mW] | instances |
|---|---|---|---|---|
| global placement | 358 | 6.78 | 0.100 | 61 |
| CTS | 375 | 7.40 | 0.304 | 65 |
| global route | 395 | 7.47 | 0.328 | 66 |
| detailed placement | 367 | 6.78 | 0.100 | 61 |
| floorplan | 351 | - | 0.100 | 15 |
| finish | 371 | 7.47 | 0.292 | 66 |
[layout make-up]
type,count,area share [%]
sequential,6,47.5
tap,46,22.5
clock buffer,3,8.82
timing repair buffer,3,9.80
inverter,5,7.35
clock inverter,2,2.94
antenna,1,0.980
[kinds of logic after synthesis]
family | after synthesis | share of synthesized area [%]
buf+inv | 9 | 27.3
flops | 6 | 72.7
[repair_timing]
| item | 4_1_cts | 5_1_grt |
|---|---|---|
| pin swaps | 0 | 0 |
| gates resized | 3 | 0 |
| hold buffers | 0 | 0 |
| setup endpoints to repair | 1 | 1 |
[path summary, 6_finish.rpt]
kind / start / to / slack, ps / cells after the start
setup reg to reg: t1.qn / t1.out / 550 / 1
setup / recovery: t1.out / count[0] / -390 / 1
hold / removal: t1.qn / t1.qn / 370 / 1
hold reg to reg: t1.qn / t1.qn / 370 / 1
[state kept, by name, summed over array words and instances, names as in the netlist]
signal,count
t2.qn,1
t1.qn,1
t3.out,1
t1.out,1
t3.qn,1
t2.out,1
[synth_stat cells, drive strengths merged]
cell type	n
inv	6
buf	3
dfxtp	6
[per-layer routing]
layer | wire [um] | vias to the layer above
li1 | - | 46
met1 | 69 | 38
met2 | 76 | 8
met3 | 75 | 4
met4 | 12 | 0
met5 | 0 | -
[power groups by stage]
stage         clock network (mW)  registers [mW]    logic [mW]
global route               0.248          0.0801  0.0000000134
finish                     0.211          0.0806  0.0000000134
CTS                        0.223          0.0805  0.0000000134
Power and IR drop assume default switching activity.

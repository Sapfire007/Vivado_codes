[./run.sh]
#!/bin/bash
# OpenROAD 26Q1-2900-gdf79404cd8, Yosys 0.63+post, stock flow scripts
make -C /OpenROAD-flow-scripts/flow DESIGN_CONFIG=/design/flow/config.mk WORK_HOME=/design/flow/orfs finish
[./config.mk]
export PLATFORM = sky130hd
export DESIGN_NAME = binary_subtractor
export DESIGN_NICKNAME = binary_subtractor
export VERILOG_FILES = /design/flow/design.v
export SDC_FILE = /design/flow/constraint.sdc
export NUM_CORES = 4
export LEC_CHECK = 1
export CORE_AREA = 10 10 70 70
export DIE_AREA = 0 0 80 80
[./constraint.sdc]
current_design binary_subtractor

set clk_period 3.8
set clk_io_pct 0.2

create_clock -name clk0 -period $clk_period

set non_clock_inputs [all_inputs -no_clocks]
set_input_delay [expr $clk_period * $clk_io_pct] -clock clk0 $non_clock_inputs
set_output_delay [expr $clk_period * $clk_io_pct] -clock clk0 [all_outputs]
[./design.v]
module full_subtractor(x,y,bin,difference,bout);
input x,y,bin;
output difference,bout;
assign difference = (x^y^bin);
assign bout = ((~x&y)|(bin&(~(x^y))));
endmodule
module binary_subtractor(a,b,bin,difference,bout);
input [3:0]a,b;
input bin;
output [3:0]difference;
output bout;
wire b0, b1, b2;
full_subtractor fs1(a[0],b[0],bin,difference[0],b0);
full_subtractor fs2(a[1],b[1],b0,difference[1],b1);
full_subtractor fs3(a[2],b[2],b1,difference[2],b2);
full_subtractor fs4(a[3],b[3],b2,difference[3],bout);
endmodule 
==> out/qor.csv <==
metric;value;unit
grt_pass1_vias;108;
diodes;0;
dieArea;6400;sq um
synth_area;148;sq um
crit_fanout;1;
end_kind;output port;
wl;392;um
relSlewSlack;93.5;%
fp_util;4.32;%
power;0.0364;mW
yosys-stat-area;148;sq um
final_layout_size_suffix_gt1_share;14.3;%
grt.total_usage;1.04;%
cp-start-kind;input pin;
min_period;3690;ps
fin_cells;74;
gp_congestion;0.756;
power_density;113;nW/um^2
synth.largest_area_cell;fa_1;
drc;0;
log.warning_count;32;
hold_viol;0;
ant_nets;0;
hp-class;input pin to output port;
nClkBuffers;0;
ys_warn_count;0;
area_delta_synth_final;118;%
post-cts-setup-buffers;0;
grt.overflow.total;0;
synth.area.mux_share;0;%
critPathRequiredTime;3040;ps
post-route-period-util;97.2;%
aoi_share;0;%
setup_slack;107;ps
top_area_share;54.2;%
tightestPinTransition;97.9;ps
fmax;0.271;GHz
utilization;9.41;%
topCellsByArea;fa_1 (54%), inv_1 (25%), buf_4 (20%);
avgSynthCellArea;8.20;sq um
startpoint;a[0];
dr_total_vias;122;
xor_area_share;0;%
flop_area;0;sq um
boundaryPins;14;
critPathKind;input pin to output port;
leakagePower;0.135;nW
worstPathArrival;2930;ps
irDropWorstVdd;0.0000306;V
io_buffers;14;
wire_per_inst;5.30;um
drt_iter0_drc;0;
slew_violations;0;
die_w;80;um
grt_pass1_wl;510;um
dp_hpwl;395;um
ys_sh_simple;0;%
ys_types;3;
antenna_found_initial;0;
setup_viol;0;
netlist_instances;18;
yosysCellCount;18;
logic_family;adder cells;
placed_cells;74;
worstSetupEndpoint;difference[3];
via_per_inst;1.65;
die_h;80;um
num_rows;21;
core_region_area;3420;sq um
most_common_cell;inv_1;
ys_seq_share;0;%
post-place-ws;-114;ps
synthTopCellsByCount;inv_1 (10), buf_4 (4), fa_1 (4);
grt_max_degree;2;
max_cap_viol_count;0;
firstDrtPassIters;1;
status;finished clean;
fa_ha_area_share;54.2;%
ff_count;0;
## worst min path at each step
stage,slack (ps),cells after the start,to,start
after CTS,2340,4,difference[3],b[3]
final,2380,4,difference[3],b[3]
after global routing,2440,4,difference[3],b[3]
## cell usage in the layout, fill, tap and decap left out
master / n
dlygate4sd2_1: 1
fa_1: 1
fa_2: 3
inv_1: 9
clkdlybuf4s50_1: 13
inv_2: 1
## cell type report
cell class	instances	area, sq um
fillers	410	3090
repair buffers	14	139
multi-input cells	4	87.6
well taps	46	57.6
inverters	10	37.5
## per-layer routing
metal  vias to the layer above  track usage [%]  wire, um
met5                         -                0         0
met4                         0                0         0
met3                         0            0.795        81
met2                        14            0.883        73
met1                        48             1.80       236
li1                         60                -         -
## cell families after synthesis
logic type  Yosys count
buf+inv              14
fa+ha+maj             4
## power by group
group	switching, mW	leakage, nW	internal, mW
Sequential	0	0	0
Clock	0	0	0
Combinational	0.0105	0.135	0.0258
Total	0.0105	0.135	0.0258
## stage by stage
step	TNS, ps	area (sq um)	hold slack, ps
6_report	0	322	2380
5_1_grt	-9.99	322	2440
4_1_cts	0	317	2340
3_5_place_dp	-114	315	2580
3_3_place_gp	-112	315	2580
2_1_floorplan	0	148	1680
## timing repair
action	CTS	global route
resized	2	3
pin swaps	1	1
hold buffers	0	0
endpoints found under the setup margin	1	2
## worst max-delay path, cell delays in order
cell and delay, ps:
clkdlybuf4s50_1 490, fa_2 210, inv_2 40, fa_2 340, fa_1 360, inv_1 70
fa_2 410, dlygate4sd2_1 260
Power and IR drop assume default switching activity.
